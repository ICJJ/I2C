$ cat /design/flow/run.sh
#!/bin/bash
# OpenROAD 26Q1-2900-gdf79404cd8, Yosys 0.63+post, stock flow scripts
make -C /OpenROAD-flow-scripts/flow DESIGN_CONFIG=/design/flow/config.mk WORK_HOME=/design/flow/orfs finish
$ cat /design/flow/config.mk
export PLATFORM = sky130hd
export DESIGN_NAME = i2c_master
export DESIGN_NICKNAME = i2c_master
export VERILOG_FILES = /design/flow/design.v
export SDC_FILE = /design/flow/constraint.sdc
export NUM_CORES = 4
export LEC_CHECK = 1
export CORE_UTILIZATION = 50
$ cat /design/flow/constraint.sdc
current_design i2c_master

set clk_period 7.2
set clk_io_pct 0.2

create_clock -name clk0 -period $clk_period [get_ports {clk}]

set non_clock_inputs [all_inputs -no_clocks]
set_input_delay [expr $clk_period * $clk_io_pct] -clock clk0 $non_clock_inputs
set_output_delay [expr $clk_period * $clk_io_pct] -clock clk0 [all_outputs]
$ cat /design/flow/design.v
module i2c_master
    #(
        parameter ADDR_BYTES = 1,
        parameter DATA_BYTES = 2,
        parameter REG_ADDR_WIDTH = 8 * ADDR_BYTES
    )(
        input  clk,             
        input  reset,           
        input  [11:0] clk_div,  
        input open_drain,  
        input  sda_in,     
        output sda_out,    
        output sda_oen,    
        input  scl_in,     
        output scl_out,    
        output scl_oen,    
        input [6:0] chip_addr,  
        input [REG_ADDR_WIDTH - 1:0] reg_addr,  
        input write_en,     
        input write_mode,   
        input read_en,      
        output reg [8 * DATA_BYTES - 1:0] data_out,    
        input [8 * DATA_BYTES - 1:0] data_in,          
        output reg [ADDR_BYTES + DATA_BYTES:0] status,
        output reg done,
        output reg busy
    );
    localparam ST_WIDTH = 1 + ADDR_BYTES + DATA_BYTES;
    localparam SR_WIDTH = 8 * ST_WIDTH;
    localparam s_idle         = 0,
               s_start_write  = 1,
               s_start_read   = 2,
               s_stop         = 3,
               s_shift_out    = 4,
               s_shift_in     = 5,
               s_send_ack     = 6,
               s_send_nack    = 7,
               s_rcv_ack      = 8;
    reg [SR_WIDTH-1:0] sr;    
    reg [5:0] sr_count;       
    wire [2:0] byte_count;
    reg [1:0] scl_count;
    reg [11:0] clk_count;
    reg sda_reg, oen_reg, sda_s, scl_s;
    reg writing, reading, in_prog;
    (* syn_encoding = "safe" *)
    reg [3:0] state;
    assign sda_out = sda_reg;
    assign sda_oen = oen_reg;
    assign scl_out = open_drain ? 1'b0 : scl_count[1];
    assign scl_oen = open_drain ? scl_count[1] : 1'b0;
    assign byte_count = sr_count[5:3];
    always @ (posedge clk) begin
        if (~reset) begin
            state     <= s_idle;
            sda_reg   <= 1'b1;
            oen_reg   <= 1'b1;
            sr_count  <= 6'b00_0000;
            sr        <= 24'hFFF;
            writing   <= 1'b1;
            reading   <= 1'b0;
            in_prog   <= 1'b0;
            status    <= 1'b0;
            done      <= 1'b0;
            busy      <= 1'b0;
            data_out  <= 1'b0;
            scl_count <= 2'b10;
            clk_count <= 12'b0000_0000_0000;
        end
        else begin
            sda_s <= sda_in;
            scl_s <= scl_in;
            if (state == s_idle) begin
                done <= 1'b0;
                sr_count <= 6'b00_0000;
                if (~write_mode) begin
                    in_prog <= 1'b0;
                    if (in_prog) begin
                        state <= s_stop;
                        sda_reg <= 1'b0;
                        oen_reg <= 1'b0;
                    end
                    else begin
                        sda_reg <= open_drain ? 1'b0 : 1'b1;
                        oen_reg <= 1'b1;
                        clk_count <= 0;
                    end
                end
                if (in_prog) begin
                    scl_count <= 2'b00;
                    sr <= {data_in, {SR_WIDTH - 8 * DATA_BYTES{1'b0}}};
                end
                else begin
                    scl_count <= 2'b10;
                    if (ADDR_BYTES == 0) begin
                        sr <= {chip_addr, 1'b0, data_in};
                    end
                    else begin
                        sr <= {chip_addr, 1'b0, reg_addr, data_in};
                    end
                end
                if (write_en) begin
                    state   <= in_prog ? s_shift_out : s_start_write;
                    writing <= 1'b1;
                    status  <= 1'b0;
                    busy    <= 1'b1;
                end
                else if (read_en) begin
                    state    <= ADDR_BYTES == 0 ? s_start_read : s_start_write;
                    writing  <= 1'b0;
                    reading  <= 1'b0;
                    status   <= 1'b0;
                    busy     <= 1'b1;
                end
                else begin
                    busy     <= 1'b0;
                end
            end
            else begin
                if (clk_count == clk_div) begin
                    clk_count <= 2'b00;
                    scl_count <= scl_count + 1'b1;
                    case (state)
                        s_start_write: begin
                            state   <= s_shift_out;
                            sda_reg <= 1'b0;
                            oen_reg <= 1'b0;
                        end
                        s_start_read: begin
                            if (scl_count == 2'b10) begin
                                state    <= s_shift_out;
                                sda_reg  <= 1'b0;
                                oen_reg  <= 1'b0;
                                sr       <= {chip_addr, 1'b1, {8 * (ADDR_BYTES + DATA_BYTES){1'b0}}};
                                sr_count <= 6'b00_0000;
                                reading  <= 1'b1;
                            end
                        end
                        s_stop: begin
                            if (scl_count == 2'b10) begin
                                state   <= s_idle;
                                sda_reg <= open_drain ? 1'b0 : 1'b1;
                                oen_reg <= 1'b1;
                                done    <= 1'b1;
                            end
                        end
                        s_shift_out: begin
                            if (scl_count == 2'b00) begin
                                if ((sr_count[2:0]) == 3'b000 && (|sr_count)) begin
                                    state   <= s_rcv_ack;
                                    sda_reg <= open_drain ? 1'b0 : 1'b1;
                                    oen_reg <= 1'b1;
                                end
                                else begin
                                    sda_reg  <= open_drain ? 1'b0 : sr[SR_WIDTH - 1];
                                    oen_reg  <= open_drain ? sr[SR_WIDTH - 1] : 1'b0;
                                    sr       <= {sr[SR_WIDTH - 2:0], 1'b1};
                                    sr_count <= sr_count + 1'b1;
                                end
                            end
                        end
                        s_shift_in: begin
                            if (scl_count == 2'b00) begin
                                if (sr_count == 8 * (DATA_BYTES + 1)) begin
                                    state   <= s_send_nack;
                                    sda_reg <= open_drain ? 1'b0 : 1'b1;
                                    oen_reg <= 1'b1;
                                end
                                else if (sr_count[2:0] == 3'b000) begin
                                    state   <= s_send_ack;
                                    sda_reg <= 1'b0;
                                    oen_reg <= 1'b0;
                                end
                            end
                            else if (scl_count == 2'b01) begin
                                data_out <= {data_out[8 * DATA_BYTES - 2:0], sda_s};
                                sda_reg  <= open_drain ? 1'b0 : 1'b1;
                                oen_reg  <= 1'b1;
                                sr_count <= sr_count + 1'b1;
                            end
                        end
                        s_send_ack: begin
                            if (scl_count == 2'b00) begin
                                state   <= s_shift_in;
                                sda_reg <= open_drain ? 1'b0 : 1'b1;
                                oen_reg <= 1'b1;
                            end
                            else if (scl_count == 2'b01) begin
                                status <= {status[ST_WIDTH - 2:0], sda_s};
                            end
                        end
                        s_send_nack: begin
                            if (scl_count == 2'b00) begin
                                state   <= s_stop;
                                sda_reg <= 1'b0;
                                oen_reg <= 1'b0;
                            end
                            else begin
                                sda_reg <= open_drain ? 1'b0 : 1'b1;
                                oen_reg <= 1'b1;
                            end
                        end
                        s_rcv_ack: begin
                            if (scl_count == 2'b00) begin
                                if (writing && ((byte_count == DATA_BYTES + ADDR_BYTES + 1 && ~in_prog) || (byte_count == DATA_BYTES && in_prog))) begin
                                    if (write_mode) begin
                                        state   <= s_idle;
                                        in_prog <= 1'b1;
                                        done    <= 1'b1;
                                    end else begin
                                        state   <= s_stop;
                                        sda_reg <= 1'b0;
                                        oen_reg <= 1'b0;
                                    end
                                end
                                else if (~writing && ~reading && (byte_count == ADDR_BYTES + 1)) begin
                                    state <= s_start_read;
                                end
                                else if (~writing && reading) begin
                                    state <= s_shift_in;
                                end
                                else begin
                                    state    <= s_shift_out;
                                    sda_reg  <= open_drain ? 1'b0 : sr[SR_WIDTH - 1];
                                    oen_reg  <= open_drain ? sr[SR_WIDTH - 1] : 1'b0;
                                    sr       <= {sr[SR_WIDTH - 2:0], 1'b1};
                                    sr_count <= sr_count + 1'b1;
                                end
                            end
                            else if (scl_count == 2'b01) begin
                                status <= {status[ST_WIDTH - 2:0], sda_s};
                            end
                        end
                    endcase
                end
                else begin
                    if (scl_count[1] == 1'b0 || scl_s == 1'b1) begin
                        clk_count <= clk_count + 1'b1;
                    end
                end
            end
        end
    end
endmodule
==> results.json <==
{
  "status": "finished clean",
  "grt_pass1_vias": 3963,
  "clk_latency_ns": 0.36,
  "htreeDepth": 3,
  "dr.pass1.iters": 5,
  "slowest_delay_ns": 0.73,
  "row_count": 35,
  "syn-cell-area_mm2": 0.00476,
  "synth_cell_types": 59,
  "vias_per_cell": 5.69,
  "layout_top_cell": "dfxtp_1",
  "ys_cells": 573,
  "antenna_found_initial": 0,
  "power_density_mw_per_mm2": 171,
  "lay_top_cells": "dfxtp_1 (87), clkdlybuf4s50_1 (75), nand2_1 (72)",
  "hold_class": "flop to flop",
  "yosysWarnings": 1,
  "fin_tns_setup_ns": 0,
  "warning_count": 29,
  "period_minus_slack_ns": 4.04,
  "die_h_um": 99.6,
  "clk_pin_slew_ns": 0.11,
  "setup_violations": 0,
  "core_region_area_mm2": 0.00924,
  "irDropWorstVdd_mv": 0.0824,
  "p_leak_uw": 0.00210,
  "largestRegisters": "sr (32), data_out (16), clk_count (12)",
  "logic_area_mm2": 0.00274,
  "path_cells": "clkdlybuf4s50_1 > xor2_1 > nor4_1 > and3_1 > nand3_1 > or3b_2 > a21boi_0",
  "cts_buffers": 9,
  "grt_max_degree": 87,
  "ant_nets": 0,
  "placed_cell_area_mm2": 0.00559,
  "seq_area_mm2": 0.00182,
  "synthCells": 573,
  "drive_above_1_share_pct": 6.95,
  "cts_hold_buf": 0,
  "slowest_stage": "and3_1",
  "cts_buffer_depth": 2,
  "overflow": 0,
  "die-area_mm2": 0.00992,
  "grt_pass1_wl_um": 19100,
  "syn_area_per_cell_um2": 8.31,
  "synth-main-ff-cell": "dfxtp_1",
  "fin_crit_sh_pct": 56.1,
  "timing.fmax_mhz": 248,
  "synth_seq_share_pct": 38.3,
  "diodes": 0,
  "routed_wl_um": 11200,
  "drc": 0,
  "crit_type": "input pin to flop",
  "maxCapViolCount": 0,
  "io_pins": 77,
  "stdcell_area_mm2": 0.00579,
  "final_max_slew_viol_count": 0,
  "crit_path_start_kind": "input pin",
  "postCtsSetupBuffers": 0,
  "worstSetupEndpointType": "flop",
  "yosysChipArea_mm2": 0.00476,
  "grt_usage_pct": 24.1,
  "final_hold_viol_count": 0,
  "fin_worst_skew_ns": 0.0152,
  "wire_per_inst_um": 14.7,
  "edf_count": 2,
  "cp.required_ns": 7.48,
  "synthArstFlopShare_pct": 0,
  "clockRootBuffer": "clkbuf_8",
  "synthToLayoutAreaGrowth_pct": 21.5,
  "hpwl_um": 7460,
  "fillers": 789,
  "cts_tree": "built",
  "rsz0062_at_grt": "no",
  "tightestPinTransition_ns": 0.860,
  "timing.slew.headroom_pct": 42.1,
  "fp-utilization_pct": 51.5,
  "gp_congestion": 0.921,
  "cp.arrival_ns": 4.32,
  "clkSinkCount": 90,
  "drt_iter0_markers": 226,
  "io_buffers": 76,
  "vias": 4335,
  "largest-register": "sr",
  "numSynthFlops": 90,
  "largest_reg_flops": 32,
  "path_max_fanout": 18,
  "cts_resized": 0,
  "die_w_um": 99.6
}
==> Yosys cell counts (3+ instances only) <==
cell type | n | area share, %
a31oi_1 | 5 | 0.66
o211a_1 | 9 | 1.9
a21boi_0 | 26 | 4.1
or4_1 | 5 | 0.79
mux2i_1 | 9 | 1.9
nor2b_1 | 17 | 2.2
a21o_1 | 3 | 0.47
ha_1 | 7 | 1.8
nor3_1 | 6 | 0.63
o21ai_0 | 28 | 2.9
a211oi_1 | 9 | 1.4
o21a_1 | 4 | 0.63
nand3_1 | 35 | 3.7
o31ai_1 | 7 | 1.1
mux2_2 | 8 | 1.9
nor2_1 | 36 | 2.8
dfxtp_1 | 88 | 37
or3_1 | 3 | 0.39
or3b_2 | 5 | 0.92
inv_1 | 12 | 0.95
clkbuf_1 | 28 | 2.2
buf_2 | 7 | 0.74
and3b_1 | 3 | 0.55
a221oi_1 | 15 | 2.8
and3_1 | 7 | 0.92
o211ai_1 | 8 | 1.3
nor4_1 | 5 | 0.66
a21oi_1 | 32 | 3.4
xor2_1 | 13 | 2.4
buf_1 | 5 | 0.39
nand2_1 | 72 | 5.7
nand2b_1 | 4 | 0.53
nor3b_1 | 14 | 2.2
==> path summary, 6_finish.rpt <==
| path | startpoint | to | slack, ns | depth (start not counted) |
|---|---|---|---|---|
| hold / removal | sr[28] | sr[28] | 0.46 | 2 |
| hold reg to reg | sr[28] | sr[28] | 0.46 | 2 |
| setup / recovery | clk_div[10] | status[0] | 3.16 | 7 |
| setup reg to reg | clk_count[5] | status[0] | 4.26 | 6 |
==> power by group <==
part	switching, uW	internal, uW	total [uW]	leakage (uW)
logic	58.2	63.2	121	0.00126
clock network	201	136	336	0.0000966
registers	12.6	518	531	0.000738
total	271	717	989	0.00210
==> worst max-delay path: cells and delay by family <==
family | cells | cell delay, ns
compound gates | 1 | 0.16
xor+xnor | 1 | 0.14
buf+inv | 1 | 0.41
simple gates | 4 | 2.16
==> per-layer routing <==
metal / part of all wire [%] / track usage, % / wire length, um / vias to the layer above
met5: 0 / 0 / 0 / -
met2: 43 / 36.0 / 4820 / 120
li1: - / - / - / 2201
met4: 0.85 / 2.26 / 95 / 0
met3: 5.5 / 3.29 / 613 / 11
met1: 51 / 39.9 / 5690 / 2003
==> cells by family (layout without fill, tap and decap cells) <==
kind of cell	after synthesis	after routing	synth area share [%]
AOI/OAI and AO/OA	166	166	24.6
xor gates and xnor gates	15	15	2.76
adders and majority gates	7	7	1.84
buffers and inverters	52	112	4.28
DFF	90	90	38.3
muxes	17	17	3.78
and+or+nand+nor	226	226	24.5
==> per-stage QoR <==
stage	hold WS [ns]	std cells	setup slack [ns]	util [%]	power, uW
2_1_floorplan	0.413	573	3.98	-	610
3_3_place_gp	0.438	746	2.95	60.5	661
3_5_place_dp	0.444	746	2.83	60.5	663
4_1_cts	0.459	762	3.21	62.6	996
5_1_grt	0.476	762	2.98	62.6	1040
6_report	0.459	762	3.16	62.6	989
==> final cells by class <==
| type | instances | share of cell area (%) |
|---|---|---|
| clock buffer | 9 | 2.14 |
| clock inverter | 7 | 1.25 |
| inverter | 12 | 0.779 |
| multi-input combinational | 431 | 47.4 |
| sequential | 90 | 31.5 |
| tap | 129 | 2.79 |
| timing repair buffer | 84 | 14.1 |
Power is estimated from default activity; no workload was simulated.
