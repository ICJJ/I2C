## flow/design.v

```verilog
module i2c_slave
    #(
        parameter ADDR_BYTES = 1,
        parameter DATA_BYTES = 2,
        parameter REG_ADDR_WIDTH = 8 * ADDR_BYTES,
        parameter REG_DATA_WIDTH = 8 * DATA_BYTES
    )(
        input clk,         
        input reset,       
        input open_drain,  
        input  sda_in,     
        output sda_out,    
        output sda_oen,    
        input  scl_in,     
        output scl_out,    
        output scl_oen,    
        input [6:0] chip_addr,   
        input [8 * DATA_BYTES - 1:0] data_in,     
        output reg write_en,     
        output reg [REG_ADDR_WIDTH - 1:0] reg_addr,   
        output reg [8 * DATA_BYTES - 1:0] data_out,   
        output reg done,
        output reg busy
    );
    localparam s_idle   = 0,
              s_shift   = 1,
              s_write   = 2,
              s_send    = 3,
              s_ack     = 4,
              s_ack2    = 5,
              s_chk_ack = 6;
    reg [7:0] sr;    
    reg [REG_DATA_WIDTH - 1:0] sr_send;
    reg [1:0] reg_bytes;
    reg [1:0] addr_bytes;
    reg [1:0] scl_count;
    reg [11:0] clk_count;
    reg sda_reg, oen_reg;
    reg writing, reading, continuing;
    reg rw_bit;
    reg nack;
    reg [6:0] chip_addr_reg;
    wire [7:0] word;
    wire [REG_DATA_WIDTH - 1:0] word_exp;
    wire [REG_ADDR_WIDTH + 8 - 1:0] reg_addr_sh;
    reg  sda_s, scl_s, sda_ss, scl_ss;
    wire scl_rising, scl_falling, sda_rising, sda_falling;
    (* syn_encoding = "safe" *)
    reg [2:0] state;
    assign scl_oen = 1'b1;
    assign scl_out = 1'b0;
    assign sda_oen = oen_reg;
    assign sda_out = sda_reg;
    assign word = {sr[6:0], sda_s};
    assign word_exp = word;
    assign reg_addr_sh = {reg_addr, word};
    assign scl_rising  =  scl_s && ~scl_ss;
    assign scl_falling = ~scl_s &&  scl_ss;
    assign sda_rising  =  sda_s && ~sda_ss;
    assign sda_falling = ~sda_s &&  sda_ss;
    always @(posedge clk) begin
        if (~reset) begin
            state       <= s_idle;
            sda_reg     <= 1'b1;
            oen_reg     <= 1'b1;
            reg_bytes   <= 1'b0;
            addr_bytes  <= 1'b0;
            sr          <= 8'h01;
            data_out    <= 1'b0;
            reg_addr    <= 1'b0;
            write_en    <= 1'b0;
            rw_bit      <= 1'b0;
            sr_send     <= 1'b0;
            nack        <= 1'b0;
            done        <= 1'b0;
            busy        <= 1'b0;
        end
        else begin
            scl_s         <= scl_in;
            scl_ss        <= scl_s;
            sda_s         <= sda_in;
            sda_ss        <= sda_s;
            chip_addr_reg <= chip_addr;
            if (scl_ss && sda_falling) begin
                state       <= s_shift;
                sda_reg     <= open_drain ? 1'b0 : 1'b1;
                oen_reg     <= 1'b1;
                reg_bytes   <= 1'b0;
                addr_bytes  <= 1'b0;
                sr          <= 8'h01;
                write_en    <= 1'b0;
                busy        <= 1'b1;
                done        <= 1'b0;
            end
            else if (scl_ss && sda_rising) begin
                state    <= s_idle;
                sda_reg  <= open_drain ? 1'b0 : 1'b1;
                oen_reg  <= 1'b1;
                write_en <= 1'b0;
                done     <= busy ? 1'b1 : 1'b0;
            end
            else begin
                case (state)
                    s_idle: begin
                        sda_reg     <= open_drain ? 1'b0 : 1'b1;
                        oen_reg     <= 1'b1;
                        reg_bytes   <= 1'b0;
                        addr_bytes  <= 1'b0;
                        sr          <= 8'h01;
                        write_en    <= 1'b0;
                        busy        <= 1'b0;
                        done        <= 1'b0;
                    end
                    s_shift: begin
                        sda_reg <= open_drain ? 1'b0 : 1'b1;
                        oen_reg <= 1'b1;
                        if (scl_rising) begin
                            sr <= word;
                            if (sr[7]) begin
                                if (addr_bytes <= ADDR_BYTES) begin
                                    addr_bytes <= addr_bytes + 1'b1;
                                    if (addr_bytes == 2'b00) begin
                                        if (word[7:1] != chip_addr_reg) begin
                                            state <= s_idle;
                                            done  <= 1'b1;
                                        end
                                        else begin
                                            state   <= s_ack;
                                            rw_bit  <= word[0];
                                            sr_send <= data_in;
                                        end
                                    end
                                    else begin
                                        state    <= s_ack;
                                        reg_addr <= reg_addr_sh[REG_ADDR_WIDTH - 1:0];
                                    end
                                end
                                else begin
                                    data_out <= (data_out << 8) | word_exp;
                                    if (reg_bytes == DATA_BYTES - 1'b1) begin
                                        state      <= s_write;
                                        write_en   <= 1'b1;
                                        reg_bytes  <= reg_bytes + 1'b1 - DATA_BYTES;
                                    end
                                    else begin
                                        state      <= s_ack;
                                        reg_bytes  <= reg_bytes + 1'b1;
                                    end
                                end
                            end
                        end
                    end
                    s_write: begin
                        state    <= s_ack;
                        sda_reg  <= open_drain ? 1'b0 : 1'b1;
                        oen_reg  <= 1'b1;
                        reg_addr <= reg_addr + 1'b1;
                        write_en <= 1'b0;
                    end
                    s_send: begin
                        if (scl_falling) begin
                            sr <= word;
                            if (sr[7]) begin
                                state     <= s_chk_ack;
                                sda_reg   <= open_drain ? 1'b0 : 1'b1;
                                oen_reg   <= 1'b1;
                                reg_bytes <= reg_bytes + 1'b1;
                                if (reg_bytes == DATA_BYTES - 1'b1) begin
                                    reg_addr  <= reg_addr + 1'b1;
                                    reg_bytes <= 1'b0;
                                end
                            end
                            else begin
                                sda_reg <= open_drain ? 1'b0 : sr_send[REG_DATA_WIDTH - 1];
                                oen_reg <= open_drain ? sr_send[REG_DATA_WIDTH - 1] : 1'b0;
                                sr_send <= sr_send << 1;
                            end
                        end
                    end
                    s_ack: begin
                        write_en <= 0;
                        if (~scl_ss) begin
                            state   <= s_ack2;
                            sda_reg <= 1'b0;
                            oen_reg <= 1'b0;
                            if (rw_bit && (reg_bytes == 0)) begin
                                sr_send <= data_in;
                            end
                        end
                    end
                    s_ack2: begin
                        sr <= 8'h01;
                        write_en <= 0;
                        if (scl_falling) begin
                            if (rw_bit) begin
                                state   <= s_send;
                                sda_reg <= open_drain ? 1'b0 : sr_send[REG_DATA_WIDTH - 1];
                                oen_reg <= open_drain ? sr_send[REG_DATA_WIDTH - 1] : 1'b0;
                                sr_send <= sr_send << 1;
                            end
                            else begin
                                state   <= s_shift;
                                sda_reg <= open_drain ? 1'b0 : 1'b1;
                                oen_reg <= 1'b1;
                            end
                        end
                    end
                    s_chk_ack: begin
                        sr <= 8'h01;
                        if (scl_rising) begin
                            nack <= sda_s;
                        end
                        if (scl_falling) begin
                            if (nack) begin
                                state   <= s_idle;
                                sda_reg <= open_drain ? 1'b0 : 1'b1;
                                oen_reg <= 1'b1;
                                done    <= 1'b1;
                            end
                            else begin
                                state   <= s_send;
                                sda_reg <= open_drain ? 1'b0 : sr_send[REG_DATA_WIDTH - 1];
                                oen_reg <= open_drain ? sr_send[REG_DATA_WIDTH - 1] : 1'b0;
                                sr_send <= sr_send << 1;
                            end
                        end
                    end
                endcase
            end
        end
    end
endmodule
```

## flow/run.sh

```bash
#!/bin/bash
# OpenROAD 26Q1-2900-gdf79404cd8, Yosys 0.63+post, stock flow scripts
make -C /OpenROAD-flow-scripts/flow DESIGN_CONFIG=/design/flow/config.mk WORK_HOME=/design/flow/orfs finish
```

## flow/config.mk

```make
export PLATFORM = sky130hd
export DESIGN_NAME = i2c_slave
export DESIGN_NICKNAME = i2c_slave
export VERILOG_FILES = /design/flow/design.v
export SDC_FILE = /design/flow/constraint.sdc
export NUM_CORES = 4
export LEC_CHECK = 1
export CORE_UTILIZATION = 40
```

## flow/constraint.sdc

```tcl
current_design i2c_slave

set clk_period 6.3
set clk_io_pct 0.2

create_clock -name clk0 -period $clk_period [get_ports {clk}]

set non_clock_inputs [all_inputs -no_clocks]
set_input_delay [expr $clk_period * $clk_io_pct] -clock clk0 $non_clock_inputs
set_output_delay [expr $clk_period * $clk_io_pct] -clock clk0 [all_outputs]
```

==> results.toml <==
# synthesis and place-and-route metrics
[status]
outcome = "completed"

[worst_hold_path]
hold_class = "reg -> reg"

[final_timing]
fin_tns_setup_ps = 0
relSlewSlack_pct = 51.5
tightest_slew_ps = 727
rsz0062_at_grt = "no"
fin_ws_ps = 3460
finalClockSkew_ps = 10.9
finalHoldViolCount = 0
fin_crit_sh_pct = 45.1
max_clock_freq_mhz = 352
finalSetupViolCount = 0
fin_hold_ws_ps = 454
fin_crit_ps = 2840
final-max-slew-violation-count = 0

[synth]
top_area_cell = "dfxtp_1"
adder_share_pct = 0.986
yosys_cells = 448
ys_area_um2 = 3810
ys_sh_simple_pct = 24.2
synthAoiAreaFrac_pct = 18.0
ys_sh_mux_pct = 5.79
syn_area_um2 = 3810
synth_cells = 448
async_flop_share_pct = 0
netlist.area_leader.share_pct = 34.7
netlist_top_cells_area = "dfxtp_1 35%, edfxtp_1 8.7%, nand2_1 7.6%"
ff_type = "dfxtp_1"
ys_seq_share_pct = 43.4
logic_family = "simple AND/OR/NAND/NOR gates"
ys_types = 54
synth.avg_cell_area_um2 = 8.50
ys_ff = 77
ys_warn_count = 1
edf_count = 11
ys_sh_xor_pct = 1.84

[critical_path]
cp_slowest_cell = "clkinv_1"
rr_endpoint = "sr_send[13]"
crit_family = "buffers and inverters"
cp.depth = 4
cp_num_buf_inv = 3
path_class = "in -> reg"
cp-startpoint = "reset"
reg2reg_depth = 6
slowest_delay_ps = 790
cp.required_ps = 6550
crit_path_start_kind = "input pin"
crit_arrival_ps = 3090
worstReg2RegStart = "state[6]"
path_max_fanout = 59
end_kind = "flip-flop"
endpoint = "reg_addr[1]"
reg2reg_slack_ps = 4020
worstPathCellList = "buf_2 -> buf_4 -> clkinv_1 -> a311oi_1"

[power]
internal_power_w = 0.000827
power.leakage_nw = 1.65
pwr-share-comb_pct = 10.5
p_sw_w = 0.000265
p_per_area_nw_per_um2 = 236
ir_worst_vdd_v = 0.000112
clkPwrFrac_pct = 40.9
power_frac_seq_pct = 48.6
switching_share_pct = 24.2

[placement]
gp_routability_congestion = 0.922
io_buffer_count = 56
place_hpwl_mm = 6.00
pre_cts_slack_ps = 3100

[grt]
grt_max_degree = 60
antenna_found_initial = 0
grt_pass1_vias = 2969
overflow = 0
grt_pass1_wl_mm = 14.9
grt_usage_pct = 19.4

[floorplanning]
ioPinCount = 59
die_h_um = 99.5
core_um2 = 9240
die-area_um2 = 9910
rows = 35
fp_util_pct = 41.2
die_w_um = 99.5

[drt]
drt-pass1-iter-count = 4
diodes = 0
detail-route-antenna-nets = 0
drtIter0Drc = 202
wl_mm = 9.09
via_per_inst = 5.26
wl_per_cell_um = 14.6
drcViolationCount = 0
vias = 3265

[layout]
drive_gt1_share_pct = 5.49
reg.largest.list = "data_out: 16 flops, sr_send: 16 flops"
areaGrowthSynthToFinish_pct = 21.6

[clocking]
insertion_delay_ps = 350
root_buffer = "clkbuf_8"
path_clk_slew_ps = 80
holdBufCountCts = 0
cts_resized = 0
cts_buffers = 9
cts_tree = "done"
cts_buffer_depth = 2
h-tree-depth = 3
cts.sinks = 77
cts_setup_buffers = 0

[flow_run]
warnings = 26
max_cap_viol_count = 0
## kinds of logic (layout without fill, tap and decap cells)
| kind of cell | count (synthesis) | after routing |
|---|---|---|
| xor+xnor | 8 | 8 |
| fa+ha+maj | 3 | 3 |
| buf+inv | 42 | 86 |
| flops | 77 | 77 |
| compound gates | 105 | 105 |
| simple gates | 189 | 189 |
| mux | 22 | 22 |
| other cells | 2 | 2 |
## synthesized netlist by cell type (2+ instances only)
library cell and n:
nand2_1 77, dfxtp_1 66, a21oi_1 41, nor2_1 29, mux2i_1 22, clkbuf_1 21, nand2b_1 20, nand3_1 17
o211ai_1 16, nor3_1 13, edfxtp_1 11, o21ai_1 11, buf_4 10, nor4_1 7, xnor2_1 7, inv_1 5
o311ai_1 5, o31ai_1 5, and2_1 4, nand3b_1 4, nor2b_1 4, o21ai_0 4, and3_1 3, ha_1 3
nand4_1 3, a221oi_1 2, a22oi_1 2, a31oi_1 2, and3b_1 2, buf_6 2, conb_1 2, inv_2 2
nor3b_1 2, o2111ai_1 2, o221a_1 2, or3_1 2
## power by group through the flow
stage     Sequential, W  Combinational, W  Clock, W
6_report       0.000531          0.000115  0.000446
4_1_cts        0.000531          0.000114  0.000460
5_1_grt        0.000534          0.000125  0.000476
## cells in the final DEF, fill, tap and decap left out, types with 13 or more instances in the layout
cell type and n:
nand2b_1 20, nor2_1 29, nor3_1 13, dfxtp_1 66
o211ai_1 16, nand2_1 77, clkdlybuf4s50_1 55, a21oi_1 41
mux2i_1 22, nand3_1 17
## tightest hold or removal path, stage by stage (launching register included)
cell	delay [ps]
dfxtp_1	310
nand2_1	50
a21oi_1	50
## cell type report
class	count	area, um^2
sequential	77	1650
tap	129	161
clock inverter	4	75.1
timing repair buffer	62	601
clock buffer	12	166
inverter	8	30.0
fill	877	4610
multi-input combinational	329	1940
## metal layers
layer  track usage (%)  vias to the layer above  part of all wire [%]
met2              27.5                       84                    44
met4              3.73                        0                   1.7
met1              32.6                     1495                    50
li1                  -                     1670                     -
met3              2.57                       16                   4.4
met5                 0                        -                     0
## through the flow
stage	cell area, um^2	power [W]	cells	utilization, %
6_report	4630	0.00109	621	50.1
5_1_grt	4630	0.00113	621	50.1
2_1_floorplan	3810	0.000612	448	-
3_5_place_dp	4390	0.000655	605	47.5
3_3_place_gp	4390	0.000656	605	47.5
4_1_cts	4630	0.00110	621	50.1
## how the worst min path moves through the flow
| stage | start | endpoint | slack (ps) | depth (start not counted) |
|---|---|---|---|---|
| 6_report | data_out[12] | data_out[12] | 450 | 2 |
| 5_1_grt | done | done | 480 | 2 |
| 4_1_cts | data_out[12] | data_out[12] | 460 | 2 |
Power figures rest on the tool's default switching activity, not on a simulated workload.
